[config.mk]
export PLATFORM = sky130hd
export DESIGN_NAME = execute_reg
export DESIGN_NICKNAME = execute_reg
export VERILOG_FILES = /design/flow/design.v
export SDC_FILE = /design/flow/constraint.sdc
export NUM_CORES = 4
export LEC_CHECK = 1
export CORE_AREA = 10 10 175 175
export DIE_AREA = 0 0 185 185
[run.sh]
#!/bin/bash
# OpenROAD 26Q1-2900-gdf79404cd8, Yosys 0.63+post, stock flow scripts
make -C /OpenROAD-flow-scripts/flow DESIGN_CONFIG=/design/flow/config.mk WORK_HOME=/design/flow/orfs finish
[constraint.sdc]
current_design execute_reg

set clk_period 1.0
set clk_io_pct 0.2

create_clock -name clk0 -period $clk_period [get_ports {clk}]

set non_clock_inputs [all_inputs -no_clocks]
set_input_delay [expr $clk_period * $clk_io_pct] -clock clk0 $non_clock_inputs
set_output_delay [expr $clk_period * $clk_io_pct] -clock clk0 [all_outputs]
[design.v]
module execute_reg (
    clk,
    E_bubble,
    d_stat,d_icode,d_ifun,d_valC,d_valA,d_valB,d_dstE,d_dstM,d_srcA,d_srcB,
    E_stat,E_icode,E_ifun,E_valC,E_valA,E_valB,E_dstE,E_dstM,E_srcA,E_srcB
);
input clk;
input E_bubble;
input [2:0] d_stat;
input [3:0] d_icode, d_ifun;
input [63:0] d_valC, d_valA, d_valB;
input [3:0] d_dstE, d_dstM, d_srcA, d_srcB;
output reg [2:0] E_stat;
output reg [3:0] E_icode, E_ifun;
output reg [63:0] E_valC, E_valA, E_valB;
output reg [3:0] E_dstE, E_dstM, E_srcA, E_srcB;
    always @(posedge clk ) begin
    if(E_bubble==1'b0)
    begin
        E_stat = d_stat;
        E_icode = d_icode;
        E_ifun = d_ifun;
        E_valC = d_valC;
        E_valA = d_valA;
        E_valB = d_valB;
        E_dstE = d_dstE;
        E_dstM = d_dstM;
        E_srcA = d_srcA;
        E_srcB = d_srcB;
    end
    else if(E_bubble==1'b1)
    begin
        E_stat = 3'bx;
        E_icode= 4'bx;
        E_ifun = 4'bx;
        E_valC = 64'bx;
        E_valA = 64'bx;
        E_valB = 64'bx;
        E_dstE = 4'hF;
        E_dstM = 4'hF;
        E_srcA = 4'hF;
        E_srcB = 4'hF;
    end
    end
endmodule
==> impl_metrics.toml <==
# generated from flow reports
[run_status]
status = "finished with violations"
violations = "negative setup slack"

[run]
openroad.warnings = 27
max_cap_violations = 0

[finish]
postLayoutCoreUtil_pct = 34.03
mostFrequentLayoutCells = "clkdlybuf4s50_1 (220), buf_2 (213), dfxtp_1 (175), dfxtp_2 (44), clkbuf_16 (25)"
area_growth_syn_to_layout_pct = 103.4
layout.cells.non_filler = 1062
drive_above_1_share_pct = 41.94
layout.cells.most_common = "clkdlybuf4s50_1"

[routing]
via_count = 3485
routed_wirelength_um = 19190
detail_route.first_pass.iterations = 4
drt.antenna.violating_nets = 0
wl_per_cell_um = 18.07
remaining_drc_errors = 0
detail_route.iter0.violations = 36
route.detailed.vias_per_inst = 3.282

[global_routing]
grt_antenna_before_repair = 3
largest_net_degree_at_the_start_of_global_routing = 17
globalRouteTotalUtil_pct = 10.67
grt_pass1_vias = 3865
grt_first_pass_wirelength_um = 26580
global_route.overflow_total = 0

[clocking]
ctsRootBufferMaster = "clkbuf_16"
clock_tree_from_tritoncts = "built"
clock_pin_slew_on_the_worst_setup_and_hold_paths_ns = 0.06
holdBufCountCts = 0
tritoncts.num_buffers = 25
postCtsSetupRepairBufs = 0
clock_sink_count = 219
clk_path_buf_depth = 3
ctsHtreeMaxLevel = 1

[timing]
report.final.slew_viol_count = 0
fin_setup_tns_ns = -25.03
setup_ws_ns = -0.1888
fin_crit_sh_pct = 118.9
rsz_0062_raised_after_global_routing = "true"
period_minus_slack_ns = 1.189
achievable-frequency_mhz = 841.2
hold_viol_final = 0
max_slew.worst_pin.slew_ns = 0.1721
holdWs_ns = 0.1183
timing.slew.headroom_pct = 88.49
setup-violations-final = 219

[critical_path]
critPathKind = "reg2out"
end_kind = "output pin"
critPathRequiredTime_ns = 0.80
critPathLaunchType = "register"
timing.critical_path.fanout_max = 1
worst_ep_arrival_time_ns = 0.99
cp_cell_sequence = "buf_2"
cpLargestDelayFamily = "flip-flops"
timing.critical_path.buf_inv = 1
max_stage_delay_ns = 0.36
slowest_stage = "dfxtp_2"

[synthesis]
yosys.cell_types.count = 3
postSynthSeqShare_pct = 97.52
synth-seq-cells = 219
yosysWarnings = 1
post_synth_instance_area_um2 = 4496
yosysTopAreaCellShare_pct = 97.52
number_of_cells_produced_by_synthesis = 236
synth_area_leader_cell = "dfxtp_1"
synth_chip_area_um2 = 4496
cell_count_listed_in_synth_stat_txt = 236
syn_area_per_cell_um2 = 19.05
synth.top_cells.by_area = "dfxtp_1 (98%), or2_1 (2.2%), buf_6 (0.25%)"

[hold_path]
min-delay-path-class = "in2reg"

[floorplan]
ioPinCount = 440
die_height_um = 185
core_area_um2 = 26880
dieArea_um2 = 34230
core.rowCount = 60
floorplan.die.width_um = 185
floorplan.initialDensity_pct = 16.73

[placement]
count_of_input_and_output_buffers = 439
dpl.hpwl_um = 15690
number_of_placed_instances_with_taps_included = 1016
place_congestion = 0.8284

[power_and_ir_drop]
cellLeakagePower_nw = 4.013
power.ir.vdd_worst_uv = 1474
power-per-cell-area_nw_per_um2 = 2156
-- cell type report --
class / instances / area [µm²]
Fill cell: 2673 / 17730
Sequential cell: 219 / 4439
Timing Repair Buffer: 440 / 3343
Clock buffer: 38 / 734.5
Tap cell: 341 / 426.7
Multi-Input combinational cell: 16 / 100.1
Clock inverter: 7 / 98.84
Antenna cell: 1 / 2.502
-- Yosys cell counts --
library cell  count
buf_6             1
dfxtp_1         219
or2_1            16
-- logic make-up after synthesis --
family,count (synthesis),share of synthesized area (%)
flops,219,97.52
simple gates,16,2.227
buf+inv,1,0.2505
-- flip-flops by register name, indices dropped and copies added (netlist names) --
register,cells
E_valB,64
E_srcB,4
E_dstE,4
E_ifun,4
E_srcA,4
E_valC,64
E_icode,4
E_dstM,4
E_stat,3
E_valA,64
-- metrics by stage --
step,area (µm²),total power (W),setup WS (ns)
after floorplan,4496,0.009398,0.3741
after global placement,9313,0.01129,-0.1593
after detailed placement,9313,0.01129,-0.1751
after CTS,9091,0.02012,-0.2364
after global routing,9143,0.02058,-0.2344
final,9145,0.01972,-0.1888
-- power by group --
part	switching, W	total, W	internal, W
clock	0.00349	0.00907	0.00558
combinational	0.000273	0.00133	0.00106
sequential	0.000104	0.00932	0.00921
-- routing by layer --
metal	vias up	GRT usage, %	share of wire (%)
li1	1669	-	-
met1	1535	12.09	36
met2	246	17.26	47
met3	33	5.618	13
met4	2	3.023	3.2
met5	-	0	0.063
-- what timing repair did --
item	CTS	global route
resized	741	21
endpoints found under the setup margin	219	219
pin swaps	0	0
-- path summary, 6_finish.rpt --
path                                  from            endpoint  slack [ns]  cells past startpoint
worst max-delay path  E_dstM[0]$_SDFF_PP1_           E_dstM[0]       -0.19                      1
worst min-delay path            d_valC[49]  E_valC[49]$_DFF_P_        0.12                      1
Power is estimated from default activity; no workload was simulated.
