**./design.v**
```verilog
module full_add (a,b,cyin,sum,cyout);
     input a,b,cyin;
     output sum,cyout;
     wire k,x,y,z;
     xor g1 (k,a,b);
     xor g2 (sum,k,cyin);
     and g3 (x,a,b);
     and g4 (y,b,cyin);
     and g5 (z,cyin,a);
     or g6 (cyout,x,y,z);
endmodule
module alu_adder_64(a,b,sum,overflow);
	input signed [63:0] a,b;
   output signed [63:0] sum;
   output signed overflow;
   wire  c_out,cyin;
   assign cyin=1'b0;   
   wire signed [63:0] c_prop;
        full_add f(a[0],b[0],cyin,sum[0],c_prop[0]);
   genvar i;
   generate 
   for(i=1;i<64;i=i+1)
		begin
			full_add f(a[i],b[i],c_prop[i-1],sum[i],c_prop[i]);
      end
   endgenerate
   assign c_out = c_prop[63];
   xor g6 (overflow,c_prop[63],c_prop[62]);
endmodule
module alu_subtractor_64(a,b,difference,overflow);
	input signed [63:0] a,b;
   output signed [63:0] difference;
   output signed overflow;
   wire  c_out,cyin;
   assign cyin=1'b1;
   wire signed [63:0] c_prop;
   wire signed [63:0] b_not;
   genvar i;
   generate
   for(i=0;i<64;i=i+1) 
      begin
           not(b_not[i], b[i]);
   end
endgenerate
   full_add f(a[0],b_not[0],cyin,difference[0],c_prop[0]);
   generate 
   for(i=1;i<64;i=i+1)
		begin
			full_add f(a[i],b_not[i],c_prop[i-1],difference[i],c_prop[i]);
      end
   endgenerate
   assign c_out = c_prop[63];
   xor g6 (overflow,c_prop[63],c_prop[62]);
endmodule
module alu_and_64 (in1, in2, and_out);
input signed [63:0] in1, in2;
output signed [63:0] and_out;
genvar i;
generate
    for(i=0;i<64;i=i+1)
    begin
        and(and_out[i], in1[i], in2[i]);
    end
endgenerate    
endmodule
module alu_xor_64 (in1, in2, xor_out);
input signed [63:0] in1, in2;
output signed [63:0] xor_out;
genvar i;
generate
    for(i=0;i<64;i=i+1)
    begin
        xor(xor_out[i], in1[i], in2[i]);
    end
endgenerate    
endmodule
module ALU_64(control_signal, a,b, op_out, overflow);
input signed [63:0] a, b;
input [1:0] control_signal;
output signed [63:0] op_out;
output overflow;
wire signed [63:0] op_out_00;
wire signed [63:0] op_out_01;
wire signed [63:0] op_out_10;
wire signed [63:0] op_out_11;
wire overflow_00;
wire overflow_01;
alu_adder_64      ad64  (a,b,op_out_00,overflow_00);
alu_subtractor_64 st64  (a,b,op_out_01,overflow_01);
alu_and_64        ag64 (a, b, op_out_10);
alu_xor_64        xg64 (a, b, op_out_11);
assign op_out = control_signal[1] ? (control_signal[0] ? op_out_11 : op_out_10) : (control_signal[0] ? op_out_01 : op_out_00);  
assign overflow = control_signal[1] ? 1'b0 : (control_signal[0] ? overflow_01 : overflow_00);
endmodule
```
**./run.sh**
```bash
#!/bin/bash
# OpenROAD 26Q1-2900-gdf79404cd8, Yosys 0.63+post, stock flow scripts
make -C /OpenROAD-flow-scripts/flow DESIGN_CONFIG=/design/flow/config.mk WORK_HOME=/design/flow/orfs finish
```
**./config.mk**
```make
export PLATFORM = sky130hd
export DESIGN_NAME = ALU_64
export DESIGN_NICKNAME = ALU_64
export VERILOG_FILES = /design/flow/design.v
export SDC_FILE = /design/flow/constraint.sdc
export NUM_CORES = 4
export LEC_CHECK = 1
export CORE_UTILIZATION = 50
```
**./constraint.sdc**
```tcl
current_design ALU_64

set clk_period 30.5
set clk_io_pct 0.2

create_clock -name clk0 -period $clk_period

set non_clock_inputs [all_inputs -no_clocks]
set_input_delay [expr $clk_period * $clk_io_pct] -clock clk0 $non_clock_inputs
set_output_delay [expr $clk_period * $clk_io_pct] -clock clk0 [all_outputs]
```
==> impl_metrics.toml <==
# yosys + openroad results
[status]
outcome = "finished with violations"
violations = "negative setup slack"

[route]
vias = 4424
wl_um = 12500
drtAntennaViolNets = 0
drt_pre_antenna_iters = 4
wire_per_inst_um = 12.8
drt_iter0_markers = 81
drc = 0
avgViaCountPerCell = 4.54

[logic_synthesis]
ys_seq_share_pct = 0
synth_warnings = 0
synth_top_area_share_pct = 37.6
synth_area_um2 = 6700
ys_cells = 595
yosysTopAreaCell = "fa_1"
ys_types = 16
area_leaders = "fa_1, ha_1, mux4_2, inv_1, buf_12"
avgSynthCellArea_um2 = 11.3
syn_inst = 595
ys_area_um2 = 6700

[floorplanning]
fp_util_pct = 52.2
fp.dieH_um = 118
ioPinCount = 195
die_area_um2 = 13900
core_um2 = 12800
dieWidth_um = 118
num_rows = 41

[worst_setup_path]
cp_common_cell = "fa_2"
cp-start-kind = "input port"
path_class = "input port to output port"
cp.arrival_ns = 29.04
max_stage_delay_ns = 0.45
required_ns = 24.40
path_max_fanout = 2
crit_path_start = "a[0]"
crit_path_end = "overflow"
end_kind = "output port"
critPathSlowestCell = "clkdlybuf4s50_1"

[layout]
flop_area_um2 = 0
area_growth_pct = 37.3
seq_cells = 0
drive_gt1_share_pct = 31.5
final_design_area_no_fill_um2 = 9200
n_clock_buffer = 0

[pwr]
p_total_uw = 154
power_density_nw_per_um2 = 16.8
p_leak_uw = 0.00449
ir_worst_vdd_v = 0.00000992

[final_timing]
grt_setup_unrepaired = "yes"
hold_viol_final = 0
post-route-period-util_pct = 115
period_minus_slack_ns = 35.14
maxSlewHeadroom_pct = 47.9
worst_slack_ns = -4.64
setup_viol = 15
max_freq_ghz = 0.0285
finalMaxSlewViolations = 0
worstMarginPinSlew_ns = 0.782

[global_routing]
overflow = 0
grt_pass1_vias = 4899
grt_antenna_before_repair = 0
grt_pass1_wl_um = 22500
grt_usage_pct = 21.4
grt_max_degree = 55

[run]
maxCapViolCount = 0
tool_warnings = 163

[hold_path]
holdPathStages = 5
hp-class = "input port to output port"

[placement]
dp_slack_ns = -5.36
dp.final_hpwl_um = 11100
placed_area_um2 = 9250
place.gp.congestion = 0.834
io_buffers = 195

[clock_network]
cts_hold_buf = 0
cts_setup_buffers = 0
[layout by cell type (no fill, tap or decap), drive strengths merged]
cell type	n
clkdlybuf4s15	2
mux4	63
diode	1
nor3b	1
clkbuf	2
inv	255
a22o	1
clkdlybuf4s50	172
dlygate4sd2	1
fa	126
nor2b	1
nor2	1
a21oi	1
nand2b	1
ha	128
xnor2	2
buf	44
[where the power goes]
part | total, uW | internal (uW) | switching [uW]
sequential | 0 | 0 | 0
combinational | 154 | 96.0 | 58.4
clock | 0.00000439 | 0.00000438 | 0
total | 154 | 96.0 | 58.4
[cells in the mapped netlist]
cell type / number
a21oi_1: 1
a22o_1: 1
buf_1: 1
buf_12: 4
buf_2: 7
buf_4: 2
buf_6: 1
fa_1: 126
ha_1: 128
inv_1: 255
mux4_2: 63
nand2b_1: 1
nor2_1: 1
nor2b_1: 1
nor3b_1: 1
xnor2_1: 2
[layout make-up]
cell class	count	area, um^2
Multi-Input combinational cell	325	5930
Timing Repair Buffer	221	2080
Inverter	255	970
Fill cell	893	3630
Tap cell	172	215
Antenna cell	1	2.50
[worst min-delay path by stage]
| stage | endpoint | start | slack [ns] |
|---|---|---|---|
| after CTS | op_out[0] | b[0] | 12.97 |
| after global routing | op_out[0] | b[0] | 13.01 |
| final | op_out[0] | b[0] | 12.96 |
[what timing repair did]
item | in CTS | in global routing
pin swaps | 0 | 1
gates resized | 68 | 17
setup endpoints to repair | 17 | 17
[cell families (layout without fill, tap and decap cells)]
family / Yosys count / after routing / share of synthesized area (%)
buffers and inverters: 270 / 476 / 16.5
adder cells (fa/ha/maj): 254 / 254 / 61.6
multiplexers: 63 / 63 / 21.2
AND/OR/NAND/NOR: 4 / 4 / 0.355
AND-OR/OR-AND: 2 / 2 / 0.205
XOR/XNOR: 2 / 2 / 0.261
other: 0 / 1 / 0
[stage by stage]
step           std cells  hold slack [ns]  TNS [ns]  util [%]
6_report             974            12.96    -38.86      71.7
5_1_grt              973            13.01    -47.14      71.7
4_1_cts              973            12.97    -39.54      71.7
3_5_place_dp         973            13.14    -50.44      72.1
3_3_place_gp         973            13.14    -50.12      72.1
2_1_floorplan        595            12.32    -27.15         -
[layer usage]
layer  global-route usage (%)  vias up  routed length (um)  part of all wire, %
li1                         -     2136                   -                    -
met1                     33.6     2155                5170                   41
met2                     34.6      133                6310                   50
met3                     5.63        0                1020                  8.2
met4                        0        0                   0                    0
met5                        0        -                   0                    0
[critical path, delay by kind of cell]
family          cells  cell delay, ns
compound gates      1            0.16
buf+inv             3            0.61
fa+ha+maj          64           22.05
xor+xnor            1            0.11
Power is estimated from default activity; no workload was simulated.
